==> /design/flow/design.v <==
`timescale 1ns / 1ps
module bram_true_dual_port #(
    parameter integer mem_width = 24,  
    parameter integer mem_depth = 32,  
    parameter INIT_FILE = "no_init",  
    parameter read_write_mode = "no_change",  
    parameter use_output_register = "true",  
	parameter en_byte_write = "false",  
    parameter real simulation_delay = 10  
)(
    input wire clk,
    input wire ena,
    input wire[(((en_byte_write == "true") & (read_write_mode != "no_change")) ? mem_width/8:1)-1:0] wea,
    input wire[31:0] addra,
    input wire[mem_width-1:0] dina,
    output wire[mem_width-1:0] douta,
    input wire enb,
    input wire[(((en_byte_write == "true") & (read_write_mode != "no_change")) ? mem_width/8:1)-1:0] web,
    input wire[31:0] addrb,
    input wire[mem_width-1:0] dinb,
    output wire[mem_width-1:0] doutb
);
    function integer clogb2 (input integer bit_depth);
        integer temp;
    begin
        temp = bit_depth;
        for(clogb2 = -1;temp > 0;clogb2 = clogb2 + 1)                   
            temp = temp >> 1;                                 
        end                                        
    endfunction
    (* ram_style="block" *) reg[mem_width-1:0] mem[mem_depth-1:0];
    reg[mem_width-1:0] ram_data_a = {mem_width{1'b0}};
    reg[mem_width-1:0] ram_data_b = {mem_width{1'b0}};
    generate
        if (INIT_FILE != "")
        begin
            if(INIT_FILE != "no_init")
            begin
                initial
                    $readmemh(INIT_FILE, mem, 0, mem_depth - 1);
            end
        end
        else
        begin
            integer ram_index;
            initial
            for (ram_index = 0; ram_index < mem_depth; ram_index = ram_index + 1)
                mem[ram_index] = {mem_width{1'b0}};
        end
    endgenerate
	genvar byte_i;
    generate
        if(read_write_mode == "read_first")
        begin
			always @(posedge clk)
            begin
                if(ena)
					ram_data_a <= # simulation_delay mem[addra[clogb2(mem_depth-1):0]];
            end
			always @(posedge clk)
            begin
                if(enb)
					ram_data_b <= # simulation_delay mem[addrb[clogb2(mem_depth-1):0]];
            end
			if(en_byte_write == "true")
			begin
				for(byte_i = 0;byte_i < mem_width/8;byte_i = byte_i + 1)
				begin:mem_wr_blk_a
					always @(posedge clk)
					begin
						if(ena)
						begin
							if(wea[byte_i])
								mem[addra[clogb2(mem_depth-1):0]][(byte_i+1)*8-1:byte_i*8] <= # simulation_delay 
									dina[(byte_i+1)*8-1:byte_i*8];
						end
					end
					always @(posedge clk)
					begin
						if(enb)
						begin
							if(web[byte_i])
								mem[addrb[clogb2(mem_depth-1):0]][(byte_i+1)*8-1:byte_i*8] <= # simulation_delay 
									dinb[(byte_i+1)*8-1:byte_i*8];
						end
					end
				end
			end
			else
			begin
				always @(posedge clk)
				begin
					if(ena)
					begin
						if(wea)
							mem[addra[clogb2(mem_depth-1):0]] <= # simulation_delay dina;
					end
				end
				always @(posedge clk)
				begin
					if(enb)
					begin
						if(web)
							mem[addrb[clogb2(mem_depth-1):0]] <= # simulation_delay dinb;
					end
				end
			end
        end
        else if(read_write_mode == "write_first")
        begin
			always @(posedge clk)
            begin
                if(ena)
				begin
                    if(wea)
                        ram_data_a <= # simulation_delay dina;
					else
						ram_data_a <= # simulation_delay mem[addra[clogb2(mem_depth-1):0]];
				end
            end
			always @(posedge clk)
            begin
                if(enb)
				begin
                    if(web)
                        ram_data_b <= # simulation_delay dinb;
					else
						ram_data_b <= # simulation_delay mem[addrb[clogb2(mem_depth-1):0]];
				end
            end
			if(en_byte_write == "true")
			begin
				for(byte_i = 0;byte_i < mem_width/8;byte_i = byte_i + 1)
				begin:mem_wr_blk_b
					always @(posedge clk)
					begin
						if(ena)
						begin
							if(wea[byte_i])
								mem[addra[clogb2(mem_depth-1):0]][(byte_i+1)*8-1:byte_i*8] <= # simulation_delay 
									dina[(byte_i+1)*8-1:byte_i*8];
						end
					end
					always @(posedge clk)
					begin
						if(enb)
						begin
							if(web[byte_i])
								mem[addrb[clogb2(mem_depth-1):0]][(byte_i+1)*8-1:byte_i*8] <= # simulation_delay 
									dinb[(byte_i+1)*8-1:byte_i*8];
						end
					end
				end
			end
			else
			begin
				always @(posedge clk)
				begin
					if(ena)
					begin
						if(wea)
							mem[addra[clogb2(mem_depth-1):0]] <= # simulation_delay dina;
					end
				end
				always @(posedge clk)
				begin
					if(enb)
					begin
						if(web)
							mem[addrb[clogb2(mem_depth-1):0]] <= # simulation_delay dinb;
					end
				end
			end
        end
        else
        begin
            always @(posedge clk)
            begin
                if(ena)
                begin
                    if(wea)
                        mem[addra[clogb2(mem_depth-1):0]] <= # simulation_delay dina;
                    else
                        ram_data_a <= # simulation_delay mem[addra[clogb2(mem_depth-1):0]];
                end
            end
            always @(posedge clk)
            begin
                if(enb)
                begin
                    if(web)
                        mem[addrb[clogb2(mem_depth-1):0]] <= # simulation_delay dinb;
                    else
                        ram_data_b <= # simulation_delay mem[addrb[clogb2(mem_depth-1):0]];
                end
            end
        end
    endgenerate
    generate
        if(use_output_register == "true")
        begin
            reg[mem_width-1:0] douta_reg = {mem_width{1'b0}};
            reg[mem_width-1:0] doutb_reg = {mem_width{1'b0}};
            assign douta = douta_reg;
            assign doutb = doutb_reg;
            always @(posedge clk)
                douta_reg <= # simulation_delay ram_data_a;
            always @(posedge clk)
                doutb_reg <= # simulation_delay ram_data_b;
        end
        else
        begin
            assign douta = ram_data_a;
            assign doutb = ram_data_b;
        end
    endgenerate
endmodule
==> /design/flow/run.sh <==
#!/bin/bash
# OpenROAD 26Q1-2900-gdf79404cd8, Yosys 0.63+post, stock flow scripts
make -C /OpenROAD-flow-scripts/flow DESIGN_CONFIG=/design/flow/config.mk WORK_HOME=/design/flow/orfs finish
==> /design/flow/config.mk <==
export PLATFORM = sky130hd
export DESIGN_NAME = bram_true_dual_port
export DESIGN_NICKNAME = bram_true_dual_port
export VERILOG_FILES = /design/flow/design.v
export SDC_FILE = /design/flow/constraint.sdc
export NUM_CORES = 4
export LEC_CHECK = 1
export CORE_UTILIZATION = 50
==> /design/flow/constraint.sdc <==
current_design bram_true_dual_port

set clk_period 7.5
set clk_io_pct 0.2

create_clock -name clk0 -period $clk_period [get_ports {clk}]

set non_clock_inputs [all_inputs -no_clocks]
set_input_delay [expr $clk_period * $clk_io_pct] -clock clk0 $non_clock_inputs
set_output_delay [expr $clk_period * $clk_io_pct] -clock clk0 [all_outputs]
==> notes.md <==
flow finished, numbers: GPL Wtd Cong 0.971, CTS tree yes, CTS HTree Levels 3, OpenROAD warning count 79, RSZ-0062 raised after global routing no, Synth Area per Inst 13.8 µm², Total Routing Usage GR 39.0%, Worst R2R Path Depth 4, P per Cell Area 209 mW/mm², drt pass-1 iters 7, Worst Path Max Fanout 68, outcome finished clean, Ys Warns 1, row count 113, CTS Buffer Depth 3, Max Cap Viol 0, Setup TNS 0 ps, Lkg Pwr 19.5 nW, Max Fclk 215 MHz, Post-synth EDFFs 816, PortBufs 110, DIE HEIGHT 311 µm, layout cells sized above 1 32.5%, Syn-to-layout area delta 12.4%, final slew viol count 0, die area 0.0970 mm², Cell Type Count 39, Die Wd 311 µm, vias per inst 6.68, Synth flops 864, first-pass GRT wire length 243000 µm, clk sink count 864, # Post-CTS Setup Buffers 0, clk latency of the worst-skew pair 690 ps, Antenna Cells 0, R2R Setup Slk 5420 ps, GR Overflow Total 0, worst hold path type reg -> reg, Clock Skew 33.1 ps, fraction of the yosys area taken by sequential cells 53.2%, wire length per cell 36.6 µm, clk slew on worst S/H paths 60 ps, Clock Root Buffer clkbuf_16, Slew @ Worst Pin 1070 ps, Largest register FFs 768, HPWL after detailed placement 105000 µm, minimum clock period 4640 ps, number of global-route vias before repair 32900, Critical Path AT 5030 ps, post-route ant nets 0, Worst Hold Depth 0, Post-Syn Area 0.0479 mm², Cells after Synth 3461, Layout Utilization 56.7%, ys async rst share 0%, Setup Viol. Count Final 0, WP data required 7880 ps, CP Class in -> reg, Startpoint Class primary input, Vias 32100, Worst VDD drop 0.183 mV, Iter 0 DRT Violations 2415, Commonest flop edfxtp_1, largest net degree at the start of global routing 98, CTS Hold Bufs 0, Final Cycle Share 61.9%, # IOs 165, final hold vios 0, ys cells 3461, initial antenna violation count 4, post_cts resized 0, CP endpoint kind flip-flop, pre-CTS worst setup slack 2280 ps, final WL 176000 µm, Num CTS Buffers 96, Yosys chip area 0.0479 mm², core utilization at floorplan 50.5%, fin worst setup slack 2860 ps, Slew Limit Headroom 28.4%, Core Area 0.0949 mm², drt drc 0
synthesized netlist by cell type, types with 3 or more instances:
master     instances  area, µm²
o21bai_1           4       30.0
nand2_1           51        191
nand4b_1           9       78.8
nand3b_1           3       22.5
nand3_2            4       40.0
nor4_1            96        601
nor2_4             5       56.3
buf_2            121        606
edfxtp_1         816      24500
buf_1              9       33.8
nand2_2           13       81.3
nand4_1            3       18.8
nor3_4             4       65.1
buf_4             31        233
dfxtp_1           48        961
or4b_1             8       80.1
mux2i_1          768       7690
nor2_2             8       50.1
nor2_1             4       15.0
o22ai_1          396       2480
mux2_1            53        597
nor3_2             3       30.0
or3_1              4       25.0
mux2_2           715       8050
nand4bb_1         12        135
o21ai_0           16       80.1
buf_6              7       78.8
clkbuf_1         233        875
metrics by stage:
stage	cells	hold WS [ps]	cell area, µm²	total power (W)
2_1_floorplan	3461	323	47900	0.00619
4_1_cts	4795	340	53800	0.0113
3_3_place_gp	4615	324	50600	0.00657
3_5_place_dp	4615	327	50600	0.00659
6_report	4795	334	53800	0.0113
5_1_grt	4795	342	53800	0.0115
report_power, final:
| part | leakage, nW | switching, W | internal (W) |
|---|---|---|---|
| clock network | 1.57 | 0.00194 | 0.00280 |
| registers | 7.79 | 0.0000309 | 0.00538 |
| logic | 10.1 | 0.000649 | 0.000454 |
| total | 19.5 | 0.00262 | 0.00863 |
layer usage:
metal	up-vias	track usage [%]	wire length, µm
met5	-	2.03	257
met4	10	18.4	10800
met3	475	25.9	28100
met2	1991	55.0	78300
met1	15900	47.2	58100
li1	13700	-	-
final cells by class:
type | instances | area, µm²
flip-flops and latches | 864 | 25500
well taps | 1265 | 1580
repair buffers | 290 | 2510
multi-input cells | 2195 | 21100
clock buffers | 146 | 2880
inverters | 1 | 3.75
clock inverters | 34 | 304
fillers | 7461 | 41000
logic make-up (layout without fill, tap and decap cells):
| kind of cell | after synthesis | count (layout) | synth area share (%) |
|---|---|---|---|
| flops | 864 | 864 | 53.2 |
| buf+inv | 402 | 471 | 3.82 |
| mux | 1536 | 1536 | 34.1 |
| compound gates | 416 | 416 | 5.40 |
| simple gates | 243 | 243 | 3.46 |
critical path, cell delays in order:
cell	delay, ps
buf_8	520
buf_4	680
buf_4	710
mux2i_1	380
o22ai_1	130
nor4_1	850
nand2_1	160
placed cells by master, fill, tap and decap left out, types with 3 or more instances in the layout:
master,instances
buf_12,4
buf_4,176
bufinv_16,5
clkbuf_1,26
clkbuf_16,100
clkbuf_8,20
clkdlybuf4s50_1,108
clkinv_1,7
clkinv_2,19
dfxtp_1,48
edfxtp_1,816
mux2_1,53
mux2_2,715
mux2i_1,768
nand2_1,51
nand2_2,13
nand3_2,4
nand3b_1,3
nand4_1,3
nand4b_1,9
nand4bb_2,12
nor2_1,4
nor2_4,12
nor3_2,3
nor3_4,4
nor4_1,96
o21ai_4,16
o21bai_4,4
o22ai_1,384
o22ai_4,12
or3_1,4
or4b_2,8
worst paths after layout:
check                              end     startpoint
setup / recovery        ram_data_a[16]       addra[1]
hold / removal    genblk3.doutb_reg[0]  ram_data_b[0]
setup reg to reg        ram_data_a[16]    mem[18][16]
hold reg to reg   genblk3.doutb_reg[0]  ram_data_b[0]
Power is estimated from default activity; no workload was simulated.
